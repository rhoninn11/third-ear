==> design.v <==
`timescale 1ns / 1ps
module RGB_control(
    input GCLK,
    output [2:0] RGB_LED_1_O,
    output [2:0] RGB_LED_2_O
);
    localparam window = 50;
    reg [7:0] windowcount = 0;
    localparam deltacountMax = 1000000;
    reg [19:0] deltacount = 0;
    localparam valcountMax = 500;
    reg [8:0] valcount = 0;
    wire [7:0] incVal;
    wire [7:0] decVal;
    reg [7:0] redVal;
    reg [7:0] greenVal;
    reg [7:0] blueVal;
    reg [7:0] redVal2;
    reg [7:0] greenVal2;
    reg [7:0] blueVal2;
    reg [2:0] rgbLedReg1;
    reg [2:0] rgbLedReg2;
    always @(posedge GCLK) begin
        if(windowcount < window)
            windowcount <= windowcount + 1;
        else
            windowcount <= 0;
    end
    always @(posedge GCLK) begin
        if(deltacount < deltacountMax)
            deltacount <= deltacount + 1;
        else
            deltacount <= 0;
    end
    always @(posedge GCLK) begin
        if(deltacount == 0) begin
            if(valcount < valcountMax)
                valcount <= valcount + 1;
            else
                valcount <= 0;
        end
    end
    assign incVal = {1'b0, valcount[6:0]};
    assign decVal = ~valcount;
    always @(*) begin
        redVal = (valcount[8:7] == 2'b00) ? incVal : ((valcount[8:7] == 2'b01) ? decVal : 8'b0);
        greenVal = (valcount[8:7] == 2'b00) ? decVal : ((valcount[8:7] == 2'b01) ? 8'b0 : incVal);
        blueVal = (valcount[8:7] == 2'b00) ? 8'b0 : ((valcount[8:7] == 2'b01) ? incVal : decVal);
        redVal2 = (valcount[8:7] == 2'b00) ? incVal : ((valcount[8:7] == 2'b01) ? decVal : 8'b0);
        greenVal2 = (valcount[8:7] == 2'b00) ? decVal : ((valcount[8:7] == 2'b01) ? 8'b0 : incVal);
        blueVal2 = (valcount[8:7] == 2'b00) ? 8'b0 : ((valcount[8:7] == 2'b01) ? incVal : decVal);
    end
    always @(posedge GCLK) begin
        rgbLedReg1[2] <= (redVal > windowcount);
        rgbLedReg1[1] <= (greenVal > windowcount);
        rgbLedReg1[0] <= (blueVal > windowcount);
        rgbLedReg2[2] <= (redVal2 > windowcount);
        rgbLedReg2[1] <= (greenVal2 > windowcount);
        rgbLedReg2[0] <= (blueVal2 > windowcount);
    end
    assign RGB_LED_1_O = rgbLedReg1;
    assign RGB_LED_2_O = rgbLedReg2;
endmodule
==> run.sh <==
#!/bin/bash
# OpenROAD 26Q1-2900-gdf79404cd8, Yosys 0.63+post, stock flow scripts
make -C /OpenROAD-flow-scripts/flow DESIGN_CONFIG=/design/flow/config.mk WORK_HOME=/design/flow/orfs finish
==> config.mk <==
export PLATFORM = sky130hd
export DESIGN_NAME = RGB_control
export DESIGN_NICKNAME = RGB_control
export VERILOG_FILES = /design/flow/design.v
export SDC_FILE = /design/flow/constraint.sdc
export NUM_CORES = 4
export LEC_CHECK = 1
export CORE_UTILIZATION = 50
==> constraint.sdc <==
current_design RGB_control

set clk_period 3.8
set clk_io_pct 0.2

create_clock -name clk0 -period $clk_period [get_ports {GCLK}]

set non_clock_inputs [all_inputs -no_clocks]
set_input_delay [expr $clk_period * $clk_io_pct] -clock clk0 $non_clock_inputs
set_output_delay [expr $clk_period * $clk_io_pct] -clock clk0 [all_outputs]
==> ds_physical_params.txt <==
Summary of implementation characteristics

Parameter                              Value

Die
  Die area .................. 0.00552 sq mm
  Core footprint .................. 0.00488 sq mm
  Core Rows .................. 25
  Number of I/O pins .................. 7
  Horiz. Die Dim .................. 74.3 um
  Die y size .................. 74.3 um
  Floorplan Utilization .................. 53.6%

Logic synthesis
  Mean instance size in the synthesized netlist .................. 8.92 sq um
  Number of warning messages in the yosys log .................. 1
  Largest non-sequential cell family by area .................. simple AND/OR/NAND/NOR gates
  Number of instances in the synthesized netlist .................. 293
  Number of enable flip-flop cells .................. 9
  Yosys adder share .................. 16.7%
  Yosys Chip Area .................. 0.00262 sq mm
  Share of synthesized registers carrying an async set or reset .................. 0%
  Synthesized cell area .................. 0.00262 sq mm
  Synthesized registers .................. 40
  Simple Share, Synth .................. 25.0%
  Yosys stat cell total .................. 293
  Biggest area consumer among synthesized cells .................. sky130_fd_sc_hd__dfxtp_1
  Count of different cell masters after synthesis .................. 41
  MUX area fraction .................. 0%
  Most frequently used flop master after synthesis .................. sky130_fd_sc_hd__dfxtp_1
  Post-synth seq share .................. 34.1%
  XOR-XNOR Cells, Area Fraction .................. 10.4%
  Complex-gate fraction of the synthesized area .................. 8.85%
  Max-area cell share .................. 23.7%
  Largest cells by area after synthesis .................. sky130_fd_sc_hd__dfxtp_1 (24%), sky130_fd_sc_hd__ha_1 (17%), sky130_fd_sc_hd__edfxtp_1 (10%)

Worst setup path
  Buffers & Inverters on Critical Path .................. 0
  Slowest cell on crit path .................. sky130_fd_sc_hd__edfxtp_1
  Kind of end point of the critical path .................. flop
  Critical path launch point .................. valcount[7]
  CP Class .................. reg -> reg
  R2R Path Start .................. valcount[7]
  CP max stage delay .................. 0.68 ns
  Dominant cell type by count on the critical path .................. sky130_fd_sc_hd__ha_1
  Startpoint types .................. flop
  Kind of cell adding the most delay to the critical path .................. flip-flops
  Flop-to-flop setup slack .................. 1.37 ns
  Arrival time of the worst setup path .................. 2.60 ns
  Cells traversed along the worst timing path .................. nand2b_1 > ha_1 > and2_1 > ha_1 > a21o_1 > a21oi_1 > nor2b_1 > o22ai_1 > o31ai_1
  Maximum fanout count along the critical path .................. 14
  Worst EP required .................. 3.97 ns

CTS
  H-tree lvl count .................. 2
  Deepest clock path buffer count .................. 2
  TritonCTS Sinks .................. 40
  CTS root buffer .................. sky130_fd_sc_hd__clkbuf_8
  Number of CTS-inserted buffers .................. 5
  Hold-fix buffers at CTS .................. 0
  Post-cts resize count .................. 0
  CTS clk-pin slew, worst paths .................. 0.07 ns
  CTS tree .................. built
  Clock insertion delay at the later pin of the skew report .................. 0.28 ns
  Number of buffers inserted to repair setup after CTS .................. 0

Worst hold path
  Min-delay worst type .................. reg -> reg
  Min-Delay Startpoint .................. deltacount[19]

STA
  Slew Limit Fails .................. 0
  Slew @ Worst Pin .................. 0.789 ns
  Fraction of the cycle the final worst path needs .................. 63.9%
  Final Setup Violations .................. 0
  Worst relative slew slack .................. 47.2%
  Maximum clock skew at final layout .................. 0.00223 ns
  Minimum clock period after layout .................. 2.43 ns
  Post-route worst setup slack .................. 1.37 ns
  Final sum of negative setup slack .................. 0 ns
  Setup repair after global routing missed its margin .................. false
  Achievable clock frequency .................. 0.412 GHz
  Final hold vios .................. 0

Routing
  Average detailed-routed wire length per instance .................. 12.5 um
  Number of detailed-route iterations in the first pass .................. 4
  ANT cells .................. 0
  Number of nets with antenna violations after detailed routing .................. 0
  Vias post-DR .................. 1,873
  Final WL .................. 4600 um
  Via/cell ratio .................. 5.10
  Post-detailed-route DRC marker count .................. 0
  Count of routing violations after the opening detailed-route iteration .................. 84

Power and ir drop
  IR Drop Worst-Case VDD .................. 0.231 mV
  Pwr per Cell Area .................. 289 mW/mm^2
  Static Leakage .................. 1.14 nW

Run
  Warning total across the stage logs .................. 26
  Maximum Capacitance Violations .................. 0

Finish
  Share of cells above drive strength 1 .................. 5.33%
  Commonest non-fill, non-tap cells in the layout .................. sky130_fd_sc_hd__nor2_1 (48), sky130_fd_sc_hd__ha_1 (35), sky130_fd_sc_hd__dfxtp_1 (31)
  Combinational gate area .................. 0.00161 sq mm
  Filler cells .................. 442
  Area delta synth->final .................. 8.04%
  Summed area of non-filler cells in the final layout .................. 0.00283 sq mm
  Area used by sequential logic in the layout .................. 891 sq um
  Top cell excl fill/tap .................. sky130_fd_sc_hd__nor2_1

Place
  Count of input and output buffers .................. 6
  Placement-stage cell area .................. 0.00270 sq mm
  Detailed-placement wirelength estimate .................. 3350 um
  Final estimated routing congestion in global placement .................. 0.838
  Worst slack after detailed placement .................. 1.39 ns

Global routing
  Total routing usage reported by global routing .................. 19.3%
  Maximum number of pins on one net before global-route repair .................. 23
  Wire length of the first global-routing pass .................. 7940 um
  Initial antenna violation count .................. 0
  Number of global-route vias before repair .................. 1,675
  Residual overflow from global routing .................. 0

Run status
  Status .................. completed
[per-layer routing]
| layer | vias to the layer above | share of wire (%) | GRT usage (%) |
|---|---|---|---|
| met1 | 822 | 58 | 34.5 |
| met2 | 24 | 38 | 25.9 |
| met5 | - | 0 | 0 |
| met4 | 0 | 0.54 | 1.68 |
| met3 | 2 | 3.4 | 3.16 |
| li1 | 1025 | - | - |
[report_power, final]
group	switching [mW]	total [mW]	leakage, nW	internal [mW]
sequential	0.00337	0.440	0.356	0.437
combinational	0.0118	0.0276	0.718	0.0158
clock	0.143	0.348	0.0627	0.205
total	0.158	0.816	1.14	0.658
[path summary, 6_finish.rpt]
path               endpoint  depth (start not counted)
max reg2reg   rgbLedReg2[0]                          9
min reg2reg  deltacount[19]                          2
min          deltacount[19]                          2
max           rgbLedReg2[0]                          9
[metrics by stage]
| step | std cells | utilization (%) | power, mW | hold slack (ns) |
|---|---|---|---|---|
| floorplan | 295 | - | 0.467 | 0.457 |
| CTS | 367 | 57.9 | 0.830 | 0.527 |
| global route | 367 | 57.9 | 0.852 | 0.554 |
| global placement | 359 | 55.4 | 0.477 | 0.493 |
| finish | 367 | 57.9 | 0.816 | 0.522 |
| detailed placement | 359 | 55.4 | 0.478 | 0.496 |
[cells in the mapped netlist, types with 6 or more instances]
library cell and count:
sky130_fd_sc_hd__a21oi_1 9, sky130_fd_sc_hd__and2_1 6, sky130_fd_sc_hd__and3_1 7, sky130_fd_sc_hd__dfxtp_1 31, sky130_fd_sc_hd__edfxtp_1 9, sky130_fd_sc_hd__ha_1 35
sky130_fd_sc_hd__inv_1 15, sky130_fd_sc_hd__nand2_1 14, sky130_fd_sc_hd__nand3_1 9, sky130_fd_sc_hd__nand4_1 9, sky130_fd_sc_hd__nor2_1 48, sky130_fd_sc_hd__nor2b_1 11
sky130_fd_sc_hd__o21ai_0 11, sky130_fd_sc_hd__o31ai_1 6, sky130_fd_sc_hd__xnor2_1 25, sky130_fd_sc_hd__xor2_1 6
[cells by family after synthesis]
family          count (synthesis)
simple gates                  123
flops                          40
xor+xnor                       31
compound gates                 38
buf+inv                        25
fa+ha+maj                      35
other cells                     1
[worst register-to-register path: stages (launching register included)]
cell                       delay (ns)
sky130_fd_sc_hd__edfxtp_1        0.68
sky130_fd_sc_hd__nand2b_1        0.32
sky130_fd_sc_hd__ha_1            0.35
sky130_fd_sc_hd__and2_1          0.14
sky130_fd_sc_hd__ha_1            0.29
sky130_fd_sc_hd__a21o_1          0.16
sky130_fd_sc_hd__a21oi_1         0.13
sky130_fd_sc_hd__nor2b_1         0.06
sky130_fd_sc_hd__o22ai_1         0.12
sky130_fd_sc_hd__o31ai_1         0.09
[cell type report]
class                   count  share of cell area [%]
inverters                  15                    1.99
repair buffers              7                    2.39
well taps                  67                    2.97
clock buffers               8                    4.30
flip-flops and latches     40                    31.5
multi-input cells         230                    56.8
[sequential cells by signal (all words and copies together), names as in the netlist]
signal / flops
rgbLedReg2: 3
windowcount: 8
valcount: 9
deltacount: 20
Power is estimated from default activity; no workload was simulated.
