==> design/flow/constraint.sdc <==
current_design pre_spi

set clk_period 4.1
set clk_io_pct 0.2

create_clock -name clk0 -period $clk_period [get_ports {clk}]

set non_clock_inputs [all_inputs -no_clocks]
set_input_delay [expr $clk_period * $clk_io_pct] -clock clk0 $non_clock_inputs
set_output_delay [expr $clk_period * $clk_io_pct] -clock clk0 [all_outputs]
==> design/flow/run.sh <==
#!/bin/bash
# OpenROAD 26Q1-2900-gdf79404cd8, Yosys 0.63+post, stock flow scripts
make -C /OpenROAD-flow-scripts/flow DESIGN_CONFIG=/design/flow/config.mk WORK_HOME=/design/flow/orfs finish
==> design/flow/config.mk <==
export PLATFORM = sky130hd
export DESIGN_NAME = pre_spi
export DESIGN_NICKNAME = pre_spi
export VERILOG_FILES = /design/flow/design.v
export SDC_FILE = /design/flow/constraint.sdc
export NUM_CORES = 4
export LEC_CHECK = 1
export CORE_AREA = 10 10 97 97
export DIE_AREA = 0 0 107 107
==> design/flow/design.v <==
module pre_spi(
    input wire clk,
    input wire cs_n,
    input wire mosi,
    input wire sclk,
    output wire miso,
    output reg [15:0] cycles_num,
    output reg cycles_num_rdy);
    reg cs_n_sync;
    reg mosi_sync;
    reg sclk_sync;
    always @(posedge clk) begin
        cs_n_sync <= cs_n;
        mosi_sync <= mosi;
        sclk_sync <= sclk;
    end
    reg sclk_sync_r = 1'b0;
    reg cs_n_sync_r = 1'b1;
    always @(posedge clk) begin
        sclk_sync_r <= sclk_sync;
        cs_n_sync_r <= cs_n_sync;
    end
    wire count_moment;
    assign count_moment = sclk_sync && !sclk_sync_r;
    reg allow_counting = 1'b0;
    wire select_started;
    wire select_finished;
    assign select_started = !cs_n_sync && cs_n_sync_r;
    assign select_finished = cs_n_sync && !cs_n_sync_r;
    always @(posedge clk) begin
        if (select_started)
            allow_counting <= 1'b1;
        else if (select_finished)
            allow_counting <= 1'b0;
        else 
            allow_counting <= allow_counting;
    end
    wire count_on;
    reg [15:0] cycle_num_reg = 16'd0;
    assign count_on = count_moment && allow_counting;
    always @(posedge clk) begin
        if (count_on) 
            cycle_num_reg <= cycle_num_reg + 1;
        else
            cycle_num_reg <= cycle_num_reg;
    end
    always @(posedge clk) begin
        if (select_finished) begin
            cycles_num <= cycle_num_reg;
            cycles_num_rdy = 1'b1;
        end else begin
            cycles_num = 16'd0;
            cycles_num_rdy <= 1'b0;
        end
    end
endmodule
==> reports/metrics.csv <==
metric,value,unit
status,"finished, final reports clean",
grt_pass1_vias,787,
initCoreUtil,0.186,
drtIter0Drc,22,
tool_warnings,26,
cp-start-kind,flip-flop,
die_area,11400,µm²
endpoint,cycles_num[7],
switching_share,0.197,
diodes,0,
cts_buffers,5,
p_switching,0.149,mW
grt_use_total,0.0414,
core_area,7290,µm²
portBuffers,19,
ys_chip_area,1360,µm²
cts_setup_buffers,0,
required,3.28,ns
area_delta_synth_final,30.7,%
vias_per_cell,3.21,
crit_path_start,cycles_num[7],
comb_power_share,0.040,
cp-end-kind,primary output,
io_pins,22,
drive_gt1_frac,0.102,
path_buffers,1,
clock_latency,0.29,ns
overflow,0,
maxCapViolations,0,
ctsResizeCount,0,
place.gp.congestion,0.739,
dr.pass1.iters,4,
ant_nets,0,
die_y,107,µm
drcViolationCount,0,
arrival,1.07,ns
fin_skew,0.00767,ns
rr_worst_depth,3,
final_cells,227,
htreeDepth,2,
synthMuxAreaShare,0,
min_period_over_period,0.460,
cts_tree,done,
timing.fmax,530,MHz
r2r-start,cycle_num_reg[2],
numSynthFlops,38,
hold_path.class,reg2reg,
yosysUniqueCellTypes,19,
ys_warn_count,2,
holdWs,0.351,ns
p_leak,0.615,nW
path_depth,1,
dieWidth,107,µm
grt_pass1_wl,3800,µm
ys_sh_aoi,0.00368,
wl,2170,µm
critical-path-max-stage-delay,0.46,ns
cts.sinks,38,
internal_power,0.607,mW
xor_share,0.0902,
cts_root_buffer,clkbuf_8,
num_vias,728,
vdd_ir_drop_max,0.000135,V
p_seq_frac,0.552,
rsz0062_at_grt,false,
num_rows,31,
cp_top_family,buffers and inverters,
worst_slew_pin_slew,0.824,ns
antenna_found_initial,0,
clkPwrFrac,0.409,
cts_hold_buf,0,
grt_max_degree,17,
ys_seq_share,0.678,
worst-r2r-setup-slack,2.60,ns
synth_adder_area_share,0.00921,
dp.cells,219,
worstPathMaxFanout,1,
hold_violations,0,
avgSynthCellArea,13.2,µm²
top_logic_kind,simple AND/OR/NAND/NOR gates,
slew_viol_final,0,
path_cells,clkdlybuf4s50_1,
synthCells,103,
cts_buffer_depth,2,
clk_pin_slew,0.07,ns
ys_sh_simple,0.197,
setup_violations,0,
min_period,1.89,ns
relSlewSlack,0.449,
syn-cell-area,1360,µm²
crit_type,reg2out,
route.detailed.wl_per_inst,9.57,µm
r2r_end,cycle_num_reg[15],
detailed_place_hpwl,1490,µm
p_per_area,426,nW/µm²
synth_stat.cells,103,
tns,0,ns
slowest_stage,clkdlybuf4s50_1,
## metal layers
layer / track usage / routed length (µm) / up-vias
li1: - / - / 396
met1: 0.0586 / 1090 / 305
met2: 0.0518 / 793 / 23
met3: 0.0261 / 252 / 4
met4: 0.00870 / 40 / 0
met5: 0 / 0 / -
## how the worst min path moves through the flow
stage	start	endpoint	slack (ns)	cells past startpoint
4_1_cts	sclk_sync	sclk_sync_r	0.36	0
5_1_grt	sclk_sync	sclk_sync_r	0.37	0
6_report	sclk_sync	sclk_sync_r	0.35	0
## logic make-up (layout without fill, tap and decap cells)
family                   count (synthesis)  count (layout)
AND/OR/NAND/NOR                         42              42
AND-OR/OR-AND                            1               1
XOR/XNOR                                14              14
adder cells (fa/ha/maj)                  1               1
other                                    1               1
flip-flops                              38              38
buffers and inverters                    6              31
## layout make-up
type	instances	area, µm²
clock buffers	5	68.8
clock inverters	3	45.0
fillers	801	5520
inverters	4	15.0
multi-input cells	59	412
flip-flops and latches	38	921
well taps	99	124
repair buffers	19	190
## power groups by stage
stage / clock, mW / combinational, mW / sequential (mW)
CTS: 0.321 / 0.0309 / 0.418
global route: 0.345 / 0.0343 / 0.420
finish: 0.309 / 0.0299 / 0.417
## cells in the final DEF, fill, tap and decap left out, drive strengths merged, types with 4 or more instances in the layout
cell           synthesis  final
and2                  13     13
clkbuf                 1      5
clkdlybuf4s50          0     19
dfxtp                 22     22
edfxtp                16     16
inv                    4      4
nand2                  4      4
nand3                  5      5
nor2                   5      5
nor3                   7      7
nor4                   4      4
xnor2                  4      4
xor2                  10     10
## worst register-to-register path, delay by kind of cell (launching register included)
kind	cells	cell delay (ns)
xor gates and xnor gates	1	0.10
DFF	1	0.42
and+or+nand+nor	2	0.74
## synth_stat cells, drive strengths merged
library cell | number | share of area
buf | 1 | 0.0055
nand2 | 4 | 0.011
nand4 | 3 | 0.025
and3b | 1 | 0.0064
clkbuf | 1 | 0.0028
xor2 | 10 | 0.064
nor2 | 5 | 0.014
xnor2 | 4 | 0.026
ha | 1 | 0.0092
and2 | 13 | 0.060
conb | 1 | 0.0028
nor4 | 4 | 0.037
inv | 4 | 0.011
a21oi | 1 | 0.0037
edfxtp | 16 | 0.35
dfxtp | 22 | 0.32
nand3 | 5 | 0.018
nor3 | 7 | 0.026
## through the flow
stage	setup slack (ns)	util	power (mW)	instance area (µm²)
after detailed placement	2.50	0.228	0.457	1660
after CTS	2.17	0.243	0.770	1780
after floorplan	2.80	-	0.439	1360
final	2.21	0.243	0.756	1780
after global routing	2.13	0.243	0.798	1780
after global placement	2.50	0.228	0.457	1660
Power and IR drop assume default switching activity.
