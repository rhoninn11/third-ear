`flow/run.sh`:
```
#!/bin/bash
# OpenROAD 26Q1-2900-gdf79404cd8, Yosys 0.63+post, stock flow scripts
make -C /OpenROAD-flow-scripts/flow DESIGN_CONFIG=/design/flow/config.mk WORK_HOME=/design/flow/orfs finish
```
`flow/config.mk`:
```
export PLATFORM = sky130hd
export DESIGN_NAME = debounce
export DESIGN_NICKNAME = debounce
export VERILOG_FILES = /design/flow/design.v
export SDC_FILE = /design/flow/constraint.sdc
export NUM_CORES = 4
export LEC_CHECK = 1
export CORE_AREA = 10 10 94 94
export DIE_AREA = 0 0 104 104
```
`flow/constraint.sdc`:
```
current_design debounce

set clk_period 1.9
set clk_io_pct 0.2

create_clock -name clk0 -period $clk_period [get_ports {clk}]

set non_clock_inputs [all_inputs -no_clocks]
set_input_delay [expr $clk_period * $clk_io_pct] -clock clk0 $non_clock_inputs
set_output_delay [expr $clk_period * $clk_io_pct] -clock clk0 [all_outputs]
```
`flow/design.v`:
```
module debounce #(parameter DEBNC_CLOCKS = 16, PORT_WIDTH = 4)
(
    input clk,
    input [PORT_WIDTH-1:0] signal_in,
    output [PORT_WIDTH-1:0] signal_out
);
    localparam CNTR_WIDTH = $clog2(DEBNC_CLOCKS);
    localparam CNTR_MAX = DEBNC_CLOCKS - 1;
    reg [CNTR_WIDTH-1:0] sig_cntrs_ary [0:PORT_WIDTH-1];
    reg [PORT_WIDTH-1:0] sig_out_reg;
    integer index;
    always @(posedge clk)
    begin
        for (index = 0; index < PORT_WIDTH; index = index + 1)
        begin
            if (sig_cntrs_ary[index] == CNTR_MAX)
                sig_out_reg[index] <= ~sig_out_reg[index];
        end
    end
    always @(posedge clk)
    begin
        for (index = 0; index < PORT_WIDTH; index = index + 1)
        begin
            if ((sig_out_reg[index] == 1'b1) ^ (signal_in[index] == 1'b1))
            begin
                if (sig_cntrs_ary[index] == CNTR_MAX)
                    sig_cntrs_ary[index] <= 0;
                else
                    sig_cntrs_ary[index] <= sig_cntrs_ary[index] + 1'b1;
            end
            else
                sig_cntrs_ary[index] <= 0;
        end
    end
    assign signal_out = sig_out_reg;
endmodule
```
==> notes.md <==
Implementation numbers.

- The run finished with clean final reports.
- After routing the design area is around 1000 sq um.
- The most critical min-delay path falls under register to register.
- The number of antenna diodes in the final layout is 0.
- Hold-check failures listed in the final report amount to 0.
- The final non-filler cell total is approximately 180.
- The total wire length after detailed routing is 1070 um.
- The sum of net half-perimeters after detailed placement is 870 um.
- The largest stage delay on the critical path is 0.50 ns.
- The power density of the placed cells is 770 nW/um^2.
- After its last routability iteration, the placer logged a weighted congestion of 0.697.
- After synthesis, the cell types taking the most area are dfxtp_1 (40%), edfxtp_1 (15%), xnor2_1 (8.8%), ha_1 (6.3%), and3_4 (5.7%).
- The library cell used as clock root buffer is clkbuf_8.
- The number of library cell types mapped by synthesis is 11.
- Detailed placement reports a standard cell area of 996 sq um.
- The final timing report counts setup violations totalling 0.
- For this design, the CTS-stage hold fixing added 0 buffers.
- The netlist area before placement is approximately 800 sq um.
- For the final database, setup skew stands at 0.000395 ns.
- The critical path class is register to output port.
- Max fanout on the critical path was recorded as 3.
- The leakage component of the power is a little under 0.4 nW.
- The fraction of the cycle the final worst path needs is 0.809.
- The instance tally after logic synthesis is 72.
- The number of port buffers is 8.
- Per the Yosys statistics, synthesis produced 72 cells.
- The OpenROAD warning count is 25.
- The total number of vias is 458.
- The cell resize tally after clock tree synthesis is 0.
- The synthesis-to-finish area growth is 30.3%.
- The mean cell area of the mapped netlist is 11.1 sq um.
- The source-to-sink clock delay at the later pin of the worst-skew pair is 0.25 ns.
- Entering global routing, the biggest net connects 11 pins.
- By count the netlist is led by dfxtp_1 (16), nor2_1 (12), inv_1 (8), xnor2_1 (8).
- The remaining max-slew budget at the tightest pin is 0.865.
- The category of the worst setup path capture point is an output port.
- Once detail routing completed, the nets flagged for antenna violations numbered 0.
- The chip area is 10,800 sq um.
- After detailed routing, the number of remaining DRC violations is 0.
- The prevailing post-synth register cell is dfxtp_1.
- The first global-routing pass estimated 1990 um of wire.
- The global routing usage summed across all routing layers is 0.0217.
- The layout summary lists the proportion of cells stronger than drive strength 1 as 0.181.
- TritonCTS built the clock tree.
- The signal on the critical path passes through clkdlybuf4s50_1.
- The detail-routed net length per standard cell is 5.96 um.
- The number of antenna violations at the first check in global routing was 0.
- According to the I/O placement log, the pin count is 9.
- The row count is 30.
- The number of flip-flops and latches in the synthesized netlist is 20.
- The total overflow left after global routing is 0.
- The total clock buffers created by CTS is 3.
- The via count of the first global-routing pass is 452.
- Before antenna repair, the detailed router went through 2 iterations.
- Per the OpenROAD floorplan log, the area of the core is 6830 sq um.
- Timing would allow up to between 600 and 700 MHz.
- The biggest area contributor in the post-synthesis netlist is dfxtp_1.
- At the pin with the least slew margin, the transition time is 0.202 ns.
- The number of slew-limit violations in the final report is 0.
- From bottom edge to top edge, the die measures ~100 um.
- Power comes to 0.799 mW.
- The number of buffers and inverters on the critical path is 1.
- The signal arrival time at the worst endpoint is 1.16 ns.
- The worst setup path is launched from a register.
- The sequential area share after synthesis is 0.553.
- The width of the chip is about 100 um.
- The count of library flops with an enable pin is 4.
- The critical path's slowest stage uses the library cell clkdlybuf4s50_1.
- The number of vias per cell is roughly 2.6.
- Setup repair after global routing left no endpoint under its margin.
- The tool flagged a number of max-cap violations equal to 0.
- Among cell families on the critical path, the largest total delay comes from buffers and inverters.
- The post-CTS setup-driven buffer insertion count is 0.
- The post-route setup TNS is 0 ns.
- The number of cells after detailed placement is between 150 and 200.
- The register with the most flip-flops in the layout has 16 of them.
- The most repeated cell in the gate-level netlist after synthesis is dfxtp_1.
- The count of warnings emitted by yosys is 2.
- In this run, the number of DRC markers left after iteration 0 of detailed routing was 7.
- Per the CTS log, the buffer count on the longest clock path is 2.
- Per the CTS log, the maximum H-tree level is 1.
- The stat command in Yosys gives a chip area of 796 sq um.
- In this run the VDD rail shows a maximum IR drop of about 0.14 mV.
- The time the final worst path needs with I/O delays and setup is 1.54 ns.
- On the worst setup and hold paths after CTS, the clock-pin slew comes to 0.07 ns.
- The share of synthesized area in the top cell type comes to 0.403.
- The TritonCTS sink count is 20.
- Counting flops with an async set or reset pin after synthesis yields a share of 0.
- The initial utilization of the core area, before any placement, comes to 0.116.
- The data required time of the worst path is 1.52 ns.
[kinds of logic after synthesis]
group | synth area share
simple gates | 0.214
flops | 0.553
fa+ha+maj | 0.0629
buf+inv | 0.0377
xor+xnor | 0.132
[power breakdown]
part,total (mW),switching (mW),internal (mW)
combinational,0.0616,0.0260,0.0357
sequential,0.469,0.0149,0.454
clock,0.268,0.127,0.141
total,0.799,0.168,0.630
[per-stage QoR]
stage	util	setup WS, ns	hold WS, ns
4_1_cts	0.152	0.330	0.447
3_3_place_gp	0.146	0.524	0.430
6_report	0.152	0.363	0.445
5_1_grt	0.152	0.303	0.467
3_5_place_dp	0.146	0.524	0.437
2_1_floorplan	-	0.814	0.417
[worst reg2reg max path, cell delays in order, from the launching register on]
cell and delay [ns]:
dfxtp_1 0.33, ha_1 0.23, and3_4 0.19, or2_4 0.26
nor2_2 0.09
[cells in the final DEF, fill, tap and decap left out]
cell,n
dfxtp_1,16
nor2_1,12
inv_1,8
xnor2_1,8
clkdlybuf4s50_1,8
and3_4,4
or2_4,4
nand3_1,4
xor2_1,4
nor2_2,4
ha_1,4
edfxtp_1,4
clkbuf_8,3
[metal layers]
metal / global-route usage / share of wire / vias up
met1: 0.0279 / 0.52 / 196
met5: 0 / 0 / -
met2: 0.0293 / 0.37 / 8
li1: - / - / 250
met3: 0.0144 / 0.084 / 4
met4: 0.00497 / 0.020 / 0
[path summary, 6_finish.rpt]
kind	from	to	slack [ns]	cells after the start
setup / recovery	sig_out_reg[2]$_DFFE_PN_	signal_out[2]	0.36	1
hold / removal	sig_cntrs_ary[0][0]$_SDFF_PP0_	sig_cntrs_ary[0][0]$_SDFF_PP0_	0.44	1
setup reg to reg	sig_cntrs_ary[2][0]$_SDFF_PP0_	sig_cntrs_ary[2][3]$_SDFF_PP0_	0.75	4
hold reg to reg	sig_cntrs_ary[0][0]$_SDFF_PP0_	sig_cntrs_ary[0][0]$_SDFF_PP0_	0.44	1
[final cells by class]
cell class | instances | area, sq um
Inverter | 8 | 30.0
Timing Repair Buffer | 8 | 80.1
Sequential cell | 20 | 440
Multi-Input combinational cell | 44 | 325
Clock buffer | 3 | 41.3
Tap cell | 96 | 120
Fill cell | 767 | 5790
No activity file was given, so power comes from the tool's default toggle rates.
